**/design/flow/run.sh**
```bash
#!/bin/bash
# OpenROAD 26Q1-2900-gdf79404cd8, Yosys 0.63+post, stock flow scripts
make -C /OpenROAD-flow-scripts/flow DESIGN_CONFIG=/design/flow/config.mk WORK_HOME=/design/flow/orfs finish
```
**/design/flow/config.mk**
```make
export PLATFORM = sky130hd
export DESIGN_NAME = UART_TOP
export DESIGN_NICKNAME = UART_TOP
export VERILOG_FILES = /design/flow/design.v
export SDC_FILE = /design/flow/constraint.sdc
export NUM_CORES = 4
export LEC_CHECK = 1
export CORE_UTILIZATION = 30
```
**/design/flow/constraint.sdc**
```tcl
current_design UART_TOP

set clk_period 5.3
set clk_io_pct 0.2

create_clock -name clk0 -period $clk_period [get_ports {RX_CLK}]
create_clock -name clk1 -period $clk_period [get_ports {TX_CLK}]

set non_clock_inputs [all_inputs -no_clocks]
set_input_delay [expr $clk_period * $clk_io_pct] -clock clk0 $non_clock_inputs
set_output_delay [expr $clk_period * $clk_io_pct] -clock clk0 [all_outputs]
```
**/design/flow/design.v**
```verilog
module Synchronizer(in,rst,clk,out);
parameter WIDTH = 1;
localparam SYNC = 1, ASYNC = 0;
parameter RSTTYPE = SYNC;
input [WIDTH-1:0] in;
input rst, clk;
output reg [WIDTH-1:0] out; 
reg [WIDTH-1:0]out_sync;
generate
    if(RSTTYPE==SYNC)begin 
        always @(posedge clk) begin
            if(~rst)begin
                out_sync<=0;
                out<=0;
            end
            else begin
                out_sync<=in;
                out<=out_sync;
            end
    end
    end
    else begin
        always @(posedge clk or negedge rst) begin 
            if(~rst)begin
                out_sync<=0;
                out<=0;
            end
            else begin
                out_sync<=in;
                out<=out_sync;
            end
    end
    end
endgenerate
endmodule
module UART_RX(RX_IN,Prescale,PAR_EN,PAR_TYP,RST,CLK,DATA_VALID,P_DATA);
parameter WIDTH = 8, START_BIT = 0, STOP_BIT = 1;
parameter IDLE = 0, START = 1, DATA = 2, PARITY = 3, STOP = 4, CLEAR = 5;
localparam EVEN = 1, ODD = 0;
input RX_IN, PAR_EN, PAR_TYP, CLK, RST;
input [8:0] Prescale;
output reg DATA_VALID;
reg PAR_ERROR, STOP_ERROR, START_ERROR;
output reg [WIDTH-1:0] P_DATA;
reg START_BIT_CHECK, DATA_BITS_CHECK, PARITY_BIT_CHECK, STOP_BIT_CHECK, CHECK_DATA;
reg START_BIT_VALUE, PARITY_BIT_VALUE, STOP_BIT_VALUE;
reg [WIDTH-1:0] DATA_BITS_VALUE;
reg [8:0] counter;
reg [2:0] cs, ns, DATA_INDEX;
wire [8:0] half;
wire RX_DATA_SYNCH_OUT;
integer i;
Synchronizer#(1,0) RX_DATA_SYNCH (RX_IN,RST,CLK,RX_DATA_SYNCH_OUT);
assign half = (Prescale / 2);
always @(*)begin
    case(cs)
    IDLE:
    if(~RX_DATA_SYNCH_OUT)
    ns = START;
    else
    ns = IDLE;
    START:
    if(START_BIT_CHECK)
    ns = DATA;
    else
    ns = START;
    DATA:
    if(DATA_BITS_CHECK)begin
    if(PAR_EN)
    ns = PARITY;
    else
    ns = STOP;
    end
    else
    ns = DATA;
    PARITY:
    if(PARITY_BIT_CHECK)
    ns = STOP;
    else
    ns = PARITY;
    STOP:
    if(STOP_BIT_CHECK)
    ns = CLEAR;
    else
    ns = STOP;
    CLEAR:
    ns = IDLE;
    endcase
end
always @(posedge CLK or negedge RST)begin
    if(~RST)
    cs<=IDLE;
    else
    cs<=ns;
end
always @(posedge CLK or negedge RST)begin
    if(~RST)begin
        DATA_VALID <= 0;
        PAR_ERROR <= 0;
        STOP_ERROR <= 0;
        P_DATA <= 0;
        START_ERROR <= 0;
    end
    else if(cs==IDLE)begin
        counter <= 0;
        DATA_INDEX <= 0;
        START_BIT_CHECK <= 0;
        DATA_BITS_CHECK <= 0;
        PARITY_BIT_CHECK <= 0;
        STOP_BIT_CHECK <= 0;
        DATA_VALID <= 0;
    end
    else if(cs==START)begin
        if(ns==DATA)begin
            counter <= 0;
        end
        else if(counter==half)begin
        START_BIT_VALUE <= RX_DATA_SYNCH_OUT;
        counter <= counter + 1;
        end
        else if(counter==Prescale-1)begin
            counter <= 0;
            if(START_BIT_VALUE==0)begin
                START_BIT_CHECK <= 1;
                START_ERROR <= 0;
            end
            else begin
                START_BIT_CHECK <= 0;
                START_ERROR <= 1;
            end
        end
        else
        counter<= counter + 1;
    end
    else if(cs==DATA)begin
        if(ns==PARITY || ns==STOP)begin
            counter <= 0;
        end
        else if(counter==half)begin
        DATA_BITS_VALUE[DATA_INDEX] <= RX_DATA_SYNCH_OUT;
        counter <= counter + 1;
        end
        else if(counter==Prescale-1)begin
            counter <= 0;
            DATA_INDEX <= DATA_INDEX + 1;
            if(DATA_INDEX==WIDTH-1)begin
            DATA_BITS_CHECK <= 1;
            if(PAR_TYP==EVEN)begin
                CHECK_DATA <= (^DATA_BITS_VALUE)? 1 : 0;
            end
            else begin
                CHECK_DATA <= (^DATA_BITS_VALUE)? 0 : 1;
            end
            end
        end
        else 
        counter<= counter + 1;
    end
    else if(cs==PARITY)begin
        if(ns==STOP)begin
            counter <= 0;
        end
        else if(counter==(half))begin
        PARITY_BIT_VALUE <= RX_DATA_SYNCH_OUT;
        counter <= counter + 1;
        end
        else if(counter==Prescale-1)begin
            counter <= 0;
            if(PARITY_BIT_VALUE==CHECK_DATA)begin
                PARITY_BIT_CHECK <= 1;
                PAR_ERROR <= 0;
            end
            else begin
                PARITY_BIT_CHECK <= 0;
                PAR_ERROR <= 1;
            end
        end
        else
        counter<= counter + 1;
    end
    else if(cs==STOP)begin
        if(ns==CLEAR)begin
            counter <= 0;
        end
        else if(counter==half)begin
        STOP_BIT_VALUE <= RX_DATA_SYNCH_OUT;
        counter <= counter + 1;
        end
        else if(counter==Prescale-1)begin
            counter <= 0;
            if(STOP_BIT_VALUE==1)begin
                STOP_BIT_CHECK <= 1;
                STOP_ERROR <= 0;
            end
            else begin
                STOP_BIT_CHECK <= 0;
                STOP_ERROR <= 1;
            end
        end
        else
        counter<= counter + 1;
    end
    else if (cs==CLEAR) begin
        P_DATA <= DATA_BITS_VALUE;
        DATA_VALID <= 1;
    end
end
endmodule
module UART_TOP(TX_IN_P, TX_IN_V, PAR_EN, PAR_TYP, TX_CLK, RST, RX_CLK, Prescale, RX_OUT_V, RX_OUT_P, TX_OUT_S, TX_OUT_V);
parameter WIDTH = 8, START_BIT = 0, STOP_BIT = 1;
input [WIDTH-1:0] TX_IN_P;
input TX_IN_V, PAR_EN, PAR_TYP, TX_CLK, RST, RX_CLK;
input [8:0] Prescale;
output TX_OUT_S, TX_OUT_V;
output [WIDTH-1:0] RX_OUT_P;
output RX_OUT_V;
UART_TX#(WIDTH,START_BIT,STOP_BIT) TX (TX_IN_P,TX_IN_V,PAR_EN,PAR_TYP,TX_CLK,RST,TX_OUT_S,TX_OUT_V);
UART_RX#(WIDTH,START_BIT,STOP_BIT) RX (TX_OUT_S,Prescale,PAR_EN,PAR_TYP,RST,RX_CLK,RX_OUT_V,RX_OUT_P);
endmodule
module UART_TX(P_DATA,DATA_VALID,PAR_EN,PAR_TYP,CLK,RST,TX_OUT,Busy);
parameter WIDTH = 8, START_BIT = 0, STOP_BIT = 1, CLK_PER_BIT = 87;
localparam EVEN = 1, ODD = 0;
parameter IDLE = 0, START = 1, DATA = 2, PARITY = 3, STOP = 4, CLEAR = 5;
input [WIDTH-1:0] P_DATA;
input DATA_VALID, PAR_EN, PAR_TYP, CLK, RST;
output reg TX_OUT, Busy;
reg START_BIT_SENT, DATA_BITS_SENT, PARITY_BIT_SENT, STOP_BIT_SENT;
reg [WIDTH-1:0] EIGHT_BITS_DATA;
reg [2:0] cs, ns;
reg [6:0] counter;
reg [2:0] DATA_INDEX;
always @(*)begin
    case(cs)
    IDLE:
    if(DATA_VALID)
    ns = START;
    else
    ns = IDLE;
    START:
    if(START_BIT_SENT)
    ns = DATA;
    else
    ns = START;
    DATA:
    if(DATA_BITS_SENT)begin
    if(PAR_EN)
    ns = PARITY;
    else
    ns = STOP;
    end
    else
    ns = DATA;
    PARITY:
    if(PARITY_BIT_SENT)
    ns = STOP;
    else
    ns = PARITY;
    STOP:
    if(STOP_BIT_SENT)
    ns = CLEAR;
    else
    ns = STOP;
    CLEAR:
    ns = IDLE;
    endcase
end
always @(posedge CLK or negedge RST)begin
    if(~RST)
    cs<=IDLE;
    else
    cs<=ns;
end
always @(posedge CLK or negedge RST)begin
    if(~RST)begin
        TX_OUT <= 1;
        Busy <= 0;
    end
    else if(cs==IDLE)begin
        TX_OUT <= 1;
        Busy <= 0;
        counter <= 0;
        START_BIT_SENT <= 0;
        DATA_BITS_SENT <= 0;
        PARITY_BIT_SENT <= 0;
        STOP_BIT_SENT <= 0;
        DATA_INDEX <= 0;
    end
    else if(cs==START)begin
        if(~Busy)begin
        EIGHT_BITS_DATA <= P_DATA;
        TX_OUT <= START_BIT;
        end
        if(ns==DATA)begin
            counter <= 0;
        end
        else if(counter==(CLK_PER_BIT-1))begin
            counter <= 0;
            START_BIT_SENT <= 1;
            TX_OUT <= START_BIT;
        end
        else begin
        Busy <= 1;
        counter <= counter + 1;
        TX_OUT <= START_BIT;
        end
    end
    else if(cs==DATA)begin
        if(ns==PARITY || ns==STOP)begin
            counter <= 0;
        end
          else if(counter==(CLK_PER_BIT-1))begin
            counter <= 0;
            DATA_INDEX <= DATA_INDEX + 1;
            TX_OUT <= EIGHT_BITS_DATA[DATA_INDEX];
            if(DATA_INDEX==WIDTH-1)begin
            DATA_BITS_SENT <= 1;
        end
        end
        else begin
        counter <= counter + 1;
        TX_OUT <= EIGHT_BITS_DATA[DATA_INDEX];
        end
    end
    else if(cs==PARITY)begin
        if(PAR_TYP==EVEN)begin
            if(ns==STOP)begin
            counter <= 0;
        end
           else if(counter==(CLK_PER_BIT-1))begin
            counter <= 0;
            PARITY_BIT_SENT <= 1;
            TX_OUT <= (^EIGHT_BITS_DATA)? 1 : 0;
        end
        else begin
        counter <= counter + 1;
        TX_OUT <= (^EIGHT_BITS_DATA)? 1 : 0;
        end
        end
        else begin
             if(ns==STOP)begin
            counter <= 0;
        end
           else if(counter==(CLK_PER_BIT-1))begin
            counter <= 0;
            TX_OUT <= (^EIGHT_BITS_DATA)? 0 : 1;
            PARITY_BIT_SENT <= 1;
        end
        else begin
        counter <= counter + 1;
        TX_OUT <= (^EIGHT_BITS_DATA)? 0 : 1;
        end
        end
    end
    else if(cs==STOP)begin
         if(ns==CLEAR)begin
            counter <= 0;
            TX_OUT <= 1;
        end
        else if(counter==(CLK_PER_BIT-1))begin
            counter <= 0;
            STOP_BIT_SENT <= 1;
            TX_OUT <= STOP_BIT;
        end
        else begin
        counter <= counter + 1;
        TX_OUT <= STOP_BIT;
        end
    end
    else if(cs==CLEAR)begin
        Busy <= 0;
    end
end
endmodule
```
==> flow_summary.ini <==
; flow metrics
[run_status]
status = completed

[logic_synthesis]
yosys_area_sq_mm = 0.00419
synth_area_sq_mm = 0.00419
synth.distinct_cells = 60
netlist_instances = 393
syn_area_per_cell_sq_um = 10.7
ys_sh_mux_pct = 4.53
yosys.area_share.xor_xnor_pct = 10.0
synth-main-ff-cell = edfxtp_1
synth-seq-cells = 75
edf_count = 50
synthArstFlopShare_pct = 25.3
ys_sh_aoi_pct = 9.28
ys_cells = 393
yosysWarningCount = 3
ys_sh_adder_pct = 3.58
top_logic_kind = simple AND/OR/NAND/NOR gates
yosys.area_share.simple_pct = 20.3

[layout]
drive_gt1_share_pct = 10.6
syn2layout_area_growth_pct = 17.5
lay_top_count = edfxtp_1
final_cell_mix = edfxtp_1 (50), nand2_1 (33), nor2_1 (32), clkdlybuf4s50_1 (32), xnor2_1 (31)
finish.instance_area_sq_mm = 0.00493

[setup_path]
critPathArrivalTime_ps = 3470
crit_chain = clkdlybuf4s50_1 -> inv_1 -> ha_1 -> xor2_1 -> o211a_1 -> o311ai_1 -> nor4_4 -> a31o_1 -> nor2_2
critPathRequiredTime_ps = 5320
crit_path_max_incr_delay_ps = 550
worstSetupStartpointType = input pin
crit_buf_inv = 2
path_max_fanout = 9
end_kind = register
cp_top_family = AND-OR/OR-AND gates
slowest_stage = clkdlybuf4s50_1
crit_type = input pin to register

[global_routing]
grt_pass1_wl_um = 13300
grt_pass1_vias = 2790
antenna_found_initial = 0
grt.total_usage_pct = 11.8
grt_max_degree = 35
grt_overflow = 0

[power_and_ir_drop]
p_leak_nw = 1.75
peakVddDrop_mv = 0.116
p_total_w = 0.00119
pwr_density_cell_mw_per_mm2 = 241

[cts]
cts_tree = yes
cts.hold.buffers_added = 0
cts_setup_buffers = 0
clkTransAtPathRegs_ps = 60
cts_resized = 0

[timing]
worst_slack_ps = 1850
fin_setup_tns_ps = 0
maxSlewViolCount = 0
worst_slew_pin_slew_ps = 824
rsz0062_at_grt = false
finClkSkew_ps = 4.11
slew_headroom_pct = 43.6
unconstrained_endpoints = 12
whs_ps = 346
unclocked_regs = 6
setup_violations = 0
hold_viol = 0

[floorplan]
die_x_um = 120
die_h_um = 120
ios = 34
rows = 42
coreArea_sq_mm = 0.0135
initCoreUtil_pct = 31.2
chipArea_sq_mm = 0.0145

[drt]
drt-wirelength-per-cell_um = 12.9
vias = 2876
insertedDiodeCount = 0
viasPerCell = 4.80
drt-initial-drc-count = 181
drt_pass1_iterations = 4
ant_nets = 0
drt_wl_total_um = 7720
drt_drc_violations_left = 0

[placed_design]
place_area_sq_mm = 0.00468
port_buffers = 32
dp_hpwl_um = 5590
dpl_worst_slack_ps = 1570
gp_congestion = 0.891

[worst_hold_path]
hp-class = register to register

[run]
warning_count = 31
drv_cap = 0
synth_stat cells, drive strengths merged, types with 3 or more instances:
| cell type | instances | share of area (%) |
|---|---|---|
| o21ai | 14 | 1.7 |
| nand3b | 5 | 0.90 |
| and2 | 9 | 1.3 |
| mux2 | 12 | 3.2 |
| a21boi | 6 | 1.1 |
| a21oi | 13 | 1.6 |
| buf | 3 | 0.63 |
| nor4 | 3 | 0.95 |
| nand2 | 33 | 3.0 |
| xor2 | 17 | 3.6 |
| nand2b | 6 | 0.90 |
| xnor2 | 31 | 6.5 |
| and3 | 6 | 0.90 |
| nand4 | 9 | 1.3 |
| ha | 12 | 3.6 |
| dfrtp | 18 | 11 |
| dlxtn | 6 | 2.1 |
| o22ai | 3 | 0.45 |
| edfxtp | 50 | 36 |
| inv | 12 | 1.1 |
| nand3 | 14 | 1.7 |
| clkbuf | 14 | 1.3 |
| nor3b | 5 | 0.90 |
| nor2 | 42 | 4.5 |
| nor3 | 8 | 0.95 |
| nor2b | 7 | 1.0 |
worst register-to-register path, delay by kind of cell, from the launching register on:
kind	cells	cell delay, ps
AOI/OAI and AO/OA	3	880
and+or+nand+nor	2	540
DFF	1	510
xor gates and xnor gates	1	360
metal layers:
metal / vias to the layer above / global-route usage [%] / part of all wire [%]
li1: 1462 / - / -
met1: 1340 / 18.3 / 48
met2: 65 / 17.0 / 44
met3: 9 / 4.14 / 6.6
met4: 0 / 1.62 / 0.89
met5: - / 0 / 0
area by class of cell:
| cell class | instances | area, sq um |
|---|---|---|
| multi-input combinational | 289 | 2000 |
| timing repair buffer | 35 | 343 |
| sequential | 75 | 2070 |
| inverter | 12 | 45.0 |
| clock inverter | 3 | 45.0 |
| clock buffer | 9 | 204 |
| tap | 176 | 220 |
| fill | 1334 | 8530 |
registers in the layout, summed over array words and instances, names as in the netlist, 3 cells and up:
| signal | cells |
|---|---|
| RX.cs | 3 |
| TX.cs | 3 |
| RX.counter | 9 |
| RX.DATA_BITS_VALUE | 8 |
| TX.ns | 3 |
| RX.ns | 3 |
| TX.counter | 7 |
| RX.DATA_INDEX | 3 |
| TX.DATA_INDEX | 3 |
| TX.EIGHT_BITS_DATA | 8 |
| RX.P_DATA | 8 |
stage by stage:
step,cells,utilization (%)
2_1_floorplan,393,-
3_3_place_gp,587,34.8
3_5_place_dp,587,34.8
4_1_cts,599,36.6
5_1_grt,599,36.6
6_report,599,36.6
logic make-up (layout without fill, tap and decap cells):
family                   count (synthesis)  after routing
latches                                  6              6
AND-OR/OR-AND                           58             58
XOR/XNOR                                48             48
AND/OR/NAND/NOR                        156            156
flip-flops                              69             69
buffers and inverters                   29             59
multiplexers                            15             15
adder cells (fa/ha/maj)                 12             12
report_power, final:
part	switching, W	internal (W)
clock network	0.000187	0.000325
registers	0.0000109	0.000586
logic	0.0000390	0.0000409
total	0.000236	0.000952
path summary, 6_finish.rpt:
path	start	endpoint	slack [ps]	depth (start not counted)
worst max-delay path	Prescale[0]	RX.counter[4]	1850	9
worst min-delay path	RX.RX_DATA_SYNCH.out_sync	RX.RX_DATA_SYNCH.out	350	0
worst max register to register	RX.counter[7]	RX.counter[4]	2760	6
worst min register to register	RX.RX_DATA_SYNCH.out_sync	RX.RX_DATA_SYNCH.out	350	0
max in group clk1	RST	TX.DATA_BITS_SENT	2490	5
max in group asynchronous	RST	TX.TX_OUT	3800	2
min in group clk1	TX.Busy	TX.Busy	590	2
min in group asynchronous	RST	RX.P_DATA[6]	1180	2
